--- flow/config.mk ---
export PLATFORM = sky130hd
export DESIGN_NAME = top
export DESIGN_NICKNAME = top
export VERILOG_FILES = /design/flow/design.v
export SDC_FILE = /design/flow/constraint.sdc
export NUM_CORES = 4
export LEC_CHECK = 1
export CORE_AREA = 10 10 70 70
export DIE_AREA = 0 0 80 80
--- flow/constraint.sdc ---
current_design top

set clk_period 1.0
set clk_io_pct 0.2

create_clock -name clk0 -period $clk_period [get_ports {clk_25mhz}]

set non_clock_inputs [all_inputs -no_clocks]
set_input_delay [expr $clk_period * $clk_io_pct] -clock clk0 $non_clock_inputs
set_output_delay [expr $clk_period * $clk_io_pct] -clock clk0 [all_outputs]
--- flow/design.v ---
module top(
  input  clk_25mhz,
  input [6:0] btn,
  output [7:0] led,
  output J2_AD_CLK,
  input  [7:0] J2_AD_PORT,
  output J2_DA_CLK,
  output [7:0] J2_DA_PORT,
  output wifi_gpio0
);
	wire i_clk;
	assign i_clk= clk_25mhz;
    assign wifi_gpio0 = 1'b1;
	reg[7:0] o_value;
	assign J2_DA_PORT = o_value;
	reg [7:0] o_led;
	assign led= o_led;
	localparam ctr_width = 32;
    reg [ctr_width-1:0] ctr = 8'b1111_1111;
	reg [0:0] o_AD_TRIG;
	reg [7:0] i_ad_port_value;
	assign i_ad_port_value = J2_AD_PORT[7:0];
	assign J2_AD_CLK = o_AD_TRIG;
	assign J2_DA_CLK = ~o_AD_TRIG;
	always @(posedge i_clk) begin
		ctr <= ctr + 1;
		o_value[7:0] <= i_ad_port_value;  
		o_led[7:0] <= i_ad_port_value[7:0];
		o_AD_TRIG <= ctr[0:0];
	end
endmodule
--- flow/run.sh ---
#!/bin/bash
# OpenROAD 26Q1-2900-gdf79404cd8, Yosys 0.63+post, stock flow scripts
make -C /OpenROAD-flow-scripts/flow DESIGN_CONFIG=/design/flow/config.mk WORK_HOME=/design/flow/orfs finish
==> impl_metrics.csv <==
group,metric,value,unit
routing,wire_per_inst,9.05,um
die,std_cell_rows,21,
routing,first_iter_violations,1,
place,dp_hpwl,684,um
run,warning_count,33,
final_layout,design_area,538,um2
logic_synthesis,ys_cells,22,
routing,drcViolationCount,0,
clock_network,clkLatencyLatePin,0.26,ns
routing,wl_met1,244,um
worst_setup_path,crit_path_start_kind,"register",
timing,finalClockPeriodUsage,95.3,%
die,fp.dieW,80,um
power_and_ir_drop,powerDensity,1400,nW/um2
logic_synthesis,yosys-stat-area,279,um2
place,place_ws,0.00236,ns
global_route,grt.overflow.total,0,
power_and_ir_drop,power,0.756,mW
final_layout,final_common_cell,"clkdlybuf4s15_1",
routing,wl,796,um
global_route,grt_pass1_vias,209,
worst_setup_path,critPathKind,"reg -> out",
logic_synthesis,logic_family,"buffers and inverters",
timing,timing.final.ws_setup,0.0467,ns
logic_synthesis,synth_compound_gate_area_share,0,%
logic_synthesis,ys_sh_adder,0,%
die,die_h,80,um
timing,max_freq,1.05,GHz
final_layout,drive_gt1_share,40.5,%
worst_setup_path,cp_max_fo,2,
final_layout,syn2layout_area_growth,92.8,%
routing,routed.top_layer,"met4",
worst_setup_path,slowest_delay,0.33,ns
place,dpl_cell_area,529,um2
routing,diodes,0,
global_route,antenna_found_initial,0,
power_and_ir_drop,seqPwrFrac,56.5,%
logic_synthesis,postSynthSeqShare,71.7,%
power_and_ir_drop,swShare,18.3,%
place,numPortBuffers,26,
worst_setup_path,path_buffers,1,
clock_network,path_clk_slew,0.06,ns
timing,final-hold-violation-count,0,
worst_setup_path,worstSetupEndpointType,"output port",
final_layout,fill_cells,387,
run,maxCapViolCount,0,
status,status,"finished, final reports clean",
timing,period_minus_slack,0.953,ns
worst_setup_path,critPathTopFamily,"flip-flops",
logic_synthesis,yosysWarnings,2,
logic_synthesis,syn_avg_cell_area,12.7,um2
clock_network,cts.htree.levels,1,
clock_network,clock_tree.buffer_depth,2,
clock_network,clock_sinks,10,
place,gp_congestion,0.651,
power_and_ir_drop,comb_power_share,9.1,%
worst_setup_path,rrSetupSlack,0.55,ns
routing,met3_length,32,um
power_and_ir_drop,internal_power,0.617,mW
die,io_pins,35,
global_route,grt_max_degree,6,
logic_synthesis,ys_ff,10,
power_and_ir_drop,leakagePower,0.213,nW
routing,vias_per_cell,2.15,
worst_setup_path,crit_chain,"clkdlybuf4s15_1",
global_route,grt_pass1_wl,1160,um
final_layout,mostFrequentLayoutCells,"clkdlybuf4s15_1 (13), dfxtp_2 (9), clkdlybuf4s50_1 (8)",
routing,dr.pass1.iters,3,
min_path,hp-class,"reg -> reg",
worst_setup_path,critPathSlowestCell,"dfxtp_2",
worst_setup_path,arrival,0.75,ns
clock_network,ctsRootBufferMaster,"clkbuf_4",
timing,skew,0.00485,ns
clock_network,cts_buffers,3,
logic_synthesis,ys_sh_simple,0,%
clock_network,cts_setup_buffers,0,
routing,route.met2.wl,483,um
logic_synthesis,postSynthCellCount,22,
power_and_ir_drop,p_sw,0.138,mW
timing,rsz0062_at_grt,"false",
power_and_ir_drop,ir_drop,143,uV
die,coreArea,3420,um2
worst_setup_path,worstPathRequired,0.80,ns
die,fp_util,8.17,%
routing,num_vias,189,
logic_synthesis,synth_cell_types,4,
timing,timing.hold.ws,0.339,ns
global_route,grt_usage,2.24,%
timing,setup_violations,0,
logic_synthesis,synth_area,279,um2
routing,ant_nets,0,
timing,finalMaxSlewViolations,0,
logic_synthesis,synthMuxAreaShare,0,%
logic_synthesis,xor_area_share,0,%
die,dieArea,6400,um2
clock_network,tritoncts,"done",
power_and_ir_drop,clockPowerShare,34.4,%
[worst paths after layout]
check	depth (start not counted)	start	endpoint
setup reg to reg	1	ctr[0]	ctr[0]
setup / recovery	1	o_led[5]	J2_DA_PORT[5]
hold / removal	0	ctr[0]	o_AD_TRIG
hold reg to reg	0	ctr[0]	o_AD_TRIG
[per-layer routing]
layer	track usage [%]	vias to the layer above
li1	-	95
met1	1.83	86
met2	4.25	6
met3	0.795	2
met4	1.58	0
met5	0	-
[power by group through the flow]
stage | clock [mW] | sequential [mW] | combinational [mW]
after CTS | 0.282 | 0.427 | 0.0747
after global routing | 0.306 | 0.429 | 0.0743
final | 0.260 | 0.427 | 0.0686
[cell type report]
cell class              count  area [um2]  share of cell area (%)
well taps                  46        57.6                    10.7
clock buffers               3        22.5                    4.19
flip-flops and latches     10         211                    39.3
multi-input cells           1        3.75                   0.698
inverters                   2        7.51                    1.40
repair buffers             26         235                    43.7
[cells in the mapped netlist, drive strengths merged]
| library cell | number | area [um2] |
|---|---|---|
| dfxtp | 10 | 200 |
| inv | 2 | 7.51 |
| buf | 9 | 67.6 |
| conb | 1 | 3.75 |
[sequential cells by signal, indices dropped and copies added (netlist names)]
| register | count |
|---|---|
| o_led | 8 |
| ctr | 1 |
| o_AD_TRIG | 1 |
[timing repair]
item | 4_1_cts | 5_1_grt
hold buffers | 0 | 0
setup endpoints to repair | 18 | 6
resized | 43 | 7
[kinds of logic (layout without fill, tap and decap cells)]
family,after synthesis,count (layout)
DFF,10,10
buffers and inverters,11,31
other,1,1
[per-stage QoR]
stage	setup TNS (ns)	utilization [%]	std cells
6_report	0	15.8	88
5_1_grt	0	15.8	88
4_1_cts	-0.0486	16.4	88
3_5_place_dp	0	15.5	85
3_3_place_gp	0	15.5	85
2_1_floorplan	0	-	22
Power figures rest on the tool's default switching activity, not on a simulated workload.
